==> /design/flow/design.v <==
`timescale 1ns / 1ps
module seven_segment_display(
input a,b,c,d,
output A,B,C,D,E,F,G,DP,digit
    );
assign A=(~b&~d)|(~a&c)|(b&c)|(a&~d)|(a&~b&~c)|(~a&b&d);
assign B=(~b&~d)|(~a&~b)|(~a&~c&~d)|(a&~c&d)|(~a&c&d);
assign C=(~a&~c)|(~a&d)|(~a&b)|(~c&d)|(a&~b);
assign D=(~a&~b&~d)|(a&~c&~d)|(b&~c&d)|(~b&c&d)|(b&c&~d);
assign E=(~b&~d)|(a&b)|(a&c)|(c&~d);
assign F=(~c&~d)|(b&~d)|(a&~b)|(a&c)|(~a&b&~c);
assign G=(a&~b)|(a&d)|(~b&c)|(c&~d)|(~a&b&~c);
assign DP=1;
assign digit=A|B|C|D|E|F|G|DP;
endmodule
==> /design/flow/run.sh <==
#!/bin/bash
# OpenROAD 26Q1-2900-gdf79404cd8, Yosys 0.63+post, stock flow scripts
make -C /OpenROAD-flow-scripts/flow DESIGN_CONFIG=/design/flow/config.mk WORK_HOME=/design/flow/orfs finish
==> /design/flow/config.mk <==
export PLATFORM = sky130hd
export DESIGN_NAME = seven_segment_display
export DESIGN_NICKNAME = seven_segment_display
export VERILOG_FILES = /design/flow/design.v
export SDC_FILE = /design/flow/constraint.sdc
export NUM_CORES = 4
export LEC_CHECK = 1
export CORE_AREA = 10 10 70 70
export DIE_AREA = 0 0 80 80
==> /design/flow/constraint.sdc <==
current_design seven_segment_display

set clk_period 1.1
set clk_io_pct 0.2

create_clock -name clk0 -period $clk_period

set non_clock_inputs [all_inputs -no_clocks]
set_input_delay [expr $clk_period * $clk_io_pct] -clock clk0 $non_clock_inputs
set_output_delay [expr $clk_period * $clk_io_pct] -clock clk0 [all_outputs]
==> results_tabular.tex <==
% Yosys + OpenROAD metrics
\begin{tabular}{lr}
\hline
Metric & Value \\
\hline
\multicolumn{2}{l}{\textbf{STA}} \\
\quad Final number of setup-violating endpoints & 6 \\
\quad Setup ws final & -0.183 ns \\
\quad Count of endpoints failing hold in the final timing report & 0 \\
\quad Setup repair after global routing missed its margin & true \\
\quad Accumulated negative setup slack & -0.526 ns \\
\quad Post-layout minimum cycle time & 1.28 ns \\
\quad Final Max Slew Viols & 0 \\
\quad Peak Freq & 779 MHz \\
\quad Part of the cycle the worst path needs & 117\% \\
\multicolumn{2}{l}{\textbf{Power and ir drop}} \\
\quad Final Total Pwr & 0.146 mW \\
\quad Fraction of power consumed by sequential logic & 0\% \\
\quad Power share of the clock group & 0\% \\
\quad Leak pwr & 0.173 nW \\
\quad Share of power burned in combinational logic & 100.0\% \\
\quad Fraction of power spent switching nets & 43.8\% \\
\quad VDD IR max & 40.2 uV \\
\quad Areal power density over the cells & 343 nW/um\^{}2 \\
\quad Net Sw Power & 0.0639 mW \\
\quad Internal cell power & 0.0821 mW \\
\multicolumn{2}{l}{\textbf{Synth}} \\
\quad Post-Synth Simple-Gate Area & 26.7\% \\
\quad Yosys aoi share & 43.9\% \\
\quad Distinct cell type count of the synthesized netlist & 22 \\
\quad Area fraction in full adders, half adders and majority gates & 0\% \\
\quad Yosys top cell by area & buf\_6 \\
\quad Largest family of logic cells by area & AND-OR/OR-AND gates \\
\quad Yosys synthesis warning count & 0 \\
\quad Max-area cell share & 10.0\% \\
\quad Yosys Instances & 34 \\
\quad Portion of netlist area occupied by mux cells & 0\% \\
\quad Average size of a mapped cell & 6.62 um\^{}2 \\
\quad Xor/xnor share & 3.89\% \\
\quad Largest cells by area after synthesis & buf\_6 (10\%), nor3\_1 (8.9\%), a31oi\_1 (8.3\%) \\
\quad Mapped Area & 225 um\^{}2 \\
\quad Area reported by Yosys stat & 225 um\^{}2 \\
\quad Instance tally after logic synthesis & 34 \\
\quad Sequential cell area fraction in the yosys report & 0\% \\
\multicolumn{2}{l}{\textbf{Global routing}} \\
\quad Total routing resource utilization after global routing & 2.38\% \\
\quad Global-route wire length before repair & 1.30 mm \\
\quad Antenna violations before repair & 0 \\
\quad Largest net degree at the start of global routing & 12 \\
\quad Vias in the first global route & 299 \\
\quad Total global routing overflow & 0 \\
\multicolumn{2}{l}{\textbf{Worst hold path}} \\
\quad HP Start & b \\
\quad Destination of the worst hold path & D \\
\quad Path type of the worst min-delay path & primary input to primary output \\
\quad Cell count of the worst hold path & 4 \\
\multicolumn{2}{l}{\textbf{Floorplanning}} \\
\quad Number of top-level pins & 13 \\
\quad Number of cell rows & 21 \\
\quad Floorplan utilization & 6.59\% \\
\quad Chip Height & 80 um \\
\quad Die span in x & 80 um \\
\quad Chip footprint & 6400 um\^{}2 \\
\quad Std-Cell Core Area & 3420 um\^{}2 \\
\multicolumn{2}{l}{\textbf{Run status}} \\
\quad Violated checks & negative setup slack \\
\quad Run status & finished with violations \\
\multicolumn{2}{l}{\textbf{Layout}} \\
\quad Number of filler instances in the final layout & 401 \\
\quad CLK BUF & 0 \\
\quad Non-filler instance count after layout & 97 \\
\quad Share of layout cells above drive strength 1 & 54.9\% \\
\quad Sequential cell area & 0 um\^{}2 \\
\quad Count of sequential standard cells & 0 \\
\quad Signed area change from the synthesized netlist to the final layout & 88.9\% \\
\quad Area of all placed cells without fillers & 425 um\^{}2 \\
\multicolumn{2}{l}{\textbf{Placement}} \\
\quad Post-DP HPWL & 673 um \\
\quad Cells after DPL & 94 \\
\quad Post-place instance area & 407 um\^{}2 \\
\quad Worst-case setup slack after placement & -0.911 ns \\
\quad Last weighted congestion value of the routability-driven placer & 0.609 \\
\quad Number of I/O port buffers & 11 \\
\multicolumn{2}{l}{\textbf{Detailed routing}} \\
\quad Detailed-router iteration count before antenna repair & 2 \\
\quad Detailed-route via count & 304 \\
\quad Wire length per cell after detailed routing & 8.72 um \\
\quad Met3 wirelength from detailed routing & 56 um \\
\quad Length of routed wiring on met1 & 371 um \\
\quad First DRT Iteration DRCs & 21 \\
\quad Antenna Nets Post-Route & 0 \\
\quad Detailed route wirelength on metal2 & 418 um \\
\quad Routed wire length & 846 um \\
\quad Vias per inst & 3.13 \\
\quad Ant diodes & 0 \\
\quad Count of unresolved DRC violations after routing & 0 \\
\quad Max Used Layer & met3 \\
\multicolumn{2}{l}{\textbf{Worst setup path}} \\
\quad Endpoint class of the critical path & primary output \\
\quad Crit Path Category & primary input to primary output \\
\quad Worst EP required & 0.88 ns \\
\quad Critical Path Start Type & primary input \\
\quad Top fanout value on the critical path & 7 \\
\quad CP arrival & 1.06 ns \\
\multicolumn{2}{l}{\textbf{Run}} \\
\quad Max-cap viol count & 0 \\
\quad Tool warnings & 34 \\
\multicolumn{2}{l}{\textbf{CTS}} \\
\quad \# hold bufs at CTS & 0 \\
\hline
\end{tabular}
## metrics by stage
stage	util (%)	hold slack, ns
floorplan	-	0.537
global placement	11.9	1.60
detailed placement	11.9	1.60
CTS	12.4	0.785
global route	12.5	0.800
finish	12.5	0.776
## critical path, cell delays in order
cell     delay (ns)
buf_6          0.09
buf_6          0.12
buf_6          0.11
xnor2_2        0.11
a31oi_1        0.15
o31a_1         0.17
buf_2          0.09
## per-layer routing
metal / GRT usage [%] / vias up
met1: 2.90 / 142
met5: 0 / -
li1: - / 156
met2: 4.41 / 6
met3: 0.455 / 0
met4: 0 / 0
## worst max path at each step
stage | from | endpoint | slack (ns) | depth (start not counted)
CTS | d | A | -0.22 | 7
global route | d | A | -0.23 | 7
finish | d | A | -0.18 | 7
## timing repair
| item | 4_1_cts | 5_1_grt |
|---|---|---|
| setup endpoints to repair | 7 | 7 |
| setup buffers | 3 | 0 |
| gates resized | 46 | 1 |
| pin swaps | 5 | 2 |
## layout by cell type, fill, tap and decap left out, types with 2 or more instances in the layout
master / Yosys / routed
a21oi_1: 2 / 2
a31oi_1: 3 / 3
buf_2: 1 / 6
buf_4: 2 / 9
buf_6: 2 / 4
conb_1: 1 / 2
inv_1: 2 / 2
nand2_1: 2 / 2
nor3_2: 0 / 3
o21ai_0: 2 / 2
o31a_1: 2 / 2
## synth_stat cells, drive strengths merged
cell type  instances
buf                5
nor3               4
o21ai              4
a31oi              3
inv                3
a21oi              2
nand2              2
nand2b             2
o31a               2
a22oi              1
conb               1
nor2               1
nor4b              1
o211ai             1
o22a               1
xnor2              1
## kinds of logic after synthesis
group / count (synthesis)
AND-OR/OR-AND: 14
XOR/XNOR: 1
buffers and inverters: 8
other: 1
AND/OR/NAND/NOR: 10
## power by group through the flow
stage	clock [mW]	sequential [mW]	combinational [mW]
CTS	0	0	0.148
global route	0	0	0.163
finish	0	0	0.146
## final cells by class
type,count,area (um^2),area share (%)
Timing Repair Buffer,21,159,37.4
Tap cell,46,57.6,13.5
Multi-Input combinational cell,27,198,46.5
Inverter,3,11.3,2.65
Power is estimated from default activity; no workload was simulated.
