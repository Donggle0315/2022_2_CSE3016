==> flow/design.v <==
`timescale 1ns / 1ps
module bcd_adder(a,b,s,cin,cout);
input [3:0] a,b;
input cin;
output [3:0] s;
output cout;
wire [3:0] tmp,c,d;
wire k;
assign tmp[0]=a[0]^b[0]^cin;
assign c[1]=a[0]&b[0]|cin&(a[0]^b[0]);
assign tmp[1]=a[1]^b[1]^c[1];
assign c[2]=a[1]&b[1]|c[1]&(a[1]^b[1]);
assign tmp[2]=a[2]^b[2]^c[2];
assign c[3]=a[2]&b[2]|c[2]&(a[2]^b[2]);
assign tmp[3]=a[3]^b[3]^c[3];
assign k=a[3]&b[3]|c[3]&(a[3]^b[3]);
assign cout=k|(tmp[3]&tmp[2])|(tmp[3]&tmp[1]);
assign s[0]=0^tmp[0]^0;
assign d[1]=0&tmp[0]|0&(0^tmp[0]);
assign s[1]=cout^tmp[1]^d[1];
assign d[2]=cout&tmp[1]|d[1]&(cout^tmp[1]);
assign s[2]=cout^tmp[2]^d[2];
assign d[3]=cout&tmp[2]|d[2]&(cout^tmp[2]);
assign s[3]=0^tmp[3]^d[3];
endmodule
==> flow/run.sh <==
#!/bin/bash
# OpenROAD 26Q1-2900-gdf79404cd8, Yosys 0.63+post, stock flow scripts
make -C /OpenROAD-flow-scripts/flow DESIGN_CONFIG=/design/flow/config.mk WORK_HOME=/design/flow/orfs finish
==> flow/config.mk <==
export PLATFORM = sky130hd
export DESIGN_NAME = bcd_adder
export DESIGN_NICKNAME = bcd_adder
export VERILOG_FILES = /design/flow/design.v
export SDC_FILE = /design/flow/constraint.sdc
export NUM_CORES = 4
export LEC_CHECK = 1
export CORE_AREA = 10 10 70 70
export DIE_AREA = 0 0 80 80
==> flow/constraint.sdc <==
current_design bcd_adder

set clk_period 4.8
set clk_io_pct 0.2

create_clock -name clk0 -period $clk_period

set non_clock_inputs [all_inputs -no_clocks]
set_input_delay [expr $clk_period * $clk_io_pct] -clock clk0 $non_clock_inputs
set_output_delay [expr $clk_period * $clk_io_pct] -clock clk0 [all_outputs]
==> Table 3: Implementation characteristics <==
Table: implementation figures

Parameter                              Value

Floorplan
  Horizontal die dimension    80 um
  FP Core Util    5.16%
  Die height    about 80 um
  Cell row count    21
  Overall die area    0.00640 mm^2
  # IOs    14
  Core Footprint    0.00342 mm^2

Global routing
  Wire length of the first global-routing pass    1090 um
  Number of global-route vias before repair    224
  Global router's overall resource usage    2.11%
  Residual overflow from global routing    0
  Initial antenna violation count    0
  Pin count of the biggest net entering global routing    3

Worst hold path
  Worst min-delay path category    primary input to output pin
  Hold path cells    3
  Endpoint, Worst Hold    s[0]
  Launch instance of the worst min-delay path    cin

Final layout
  Num sequential    0
  Clock buffer count    0
  Seq. cell area    0 um^2
  Top cells excl fill/tap    sky130_fd_sc_hd__inv_1, sky130_fd_sc_hd__buf_4, sky130_fd_sc_hd__clkdlybuf4s50_1, sky130_fd_sc_hd__fa_2, sky130_fd_sc_hd__dlygate4sd2_1
  Highest-count logic cell in the final layout    sky130_fd_sc_hd__inv_1
  Non-filler instance count after layout    approximately 87
  Area growth, synth to finish    150%
  Final cell utilization of the core    12.9%
  Ratio of cells with drive above 1 in the final layout    41.5%
  Final design area excluding fillers    442 um^2

Setup path
  WP data required    3.84 ns
  Arrival time at the worst endpoint    3.71 ns
  CP startpoint kind    primary input
  Start-to-end type of the worst setup path    primary input to output pin
  Category of the worst setup path capture point    output pin
  Worst-path maximum fanout    2

Final timing
  Worst Tran Pin Value    approximately 0.13 ns
  Final Hold Vio Count    0
  Highest achievable clock rate    between 200 and 250 MHz
  Total negative setup slack    0 ns
  Worst Hold Margin    2.78 ns
  Total setup violations reported at the end of the flow    0
  Max transition margin    91.6%
  Final critical path time including I/O delays and setup    4.67 ns
  Part of the cycle the worst path needs    97.3%
  Worst Setup Slack, final    0.129 ns
  Setup repair after global routing missed its margin    false
  Final Max Tran Viols    0

Synth
  Chip area estimate from yosys synthesis    176 um^2
  Part of the Yosys area used for sequential elements    0%
  Unique cell types    7
  Post-Syn Instances    20
  Synthesized cell area    176 um^2
  Yosys warning count    0
  Mean post-synth cell area    8.82 um^2
  Yosys cell count    20

Route
  Routed wire length per instance    7.40 um
  Via count normalized by instance count    2.26
  Count of vias placed by the detailed router    between 150 and 200
  Number of inserted diodes    0
  Antenna-violating nets left    0
  Detailed Routing Iterations Pass 1    1
  Final routed wirelength across all metal layers    roughly 640 um
  DRC violations left    0
  Initial drt markers    0

Flow run
  Count of maximum capacitance violations    0
  Total tool warning count    32

Place
  DP HPWL    542 um
  Total cell area at the placement stage    397 um^2
  DP Worst Slack    -0.624 ns
  Quantity of I/O buffers inserted on ports    14
  DP Cell Count    83
  RePlAce Congestion    0.749

Pwr
  Peak supply drop    around 0.094 mV
  Cell leakage power    0.214 nW
  Cell area power density    178 mW/mm^2
  Total chip power    0.0788 mW

Run status
  Result of the run    finished, final reports clean
## power by group
part / switching [mW] / internal, mW / leakage, nW
logic: 0.0296 / 0.0492 / 0.214
registers: 0 / 0 / 0
clock network: 0 / 0 / 0
## worst max path at each step
stage | from | endpoint | slack (ns) | cells after the start
after global routing | b[0] | s[2] | 0.004 | 13
after CTS | b[1] | s[3] | 0.008 | 12
final | a[0] | s[2] | 0.13 | 13
## cells by family after synthesis
logic type	after synthesis	share of synthesized area, %
xor gates and xnor gates	1	4.97
and+or+nand+nor	2	5.67
adders and majority gates	6	63.8
AOI/OAI and AO/OA	1	4.26
buffers and inverters	10	21.3
## timing repair
item | in CTS | in global routing
setup buffers | 3 | 1
hold buffers | 0 | 0
cloned | 0 | 0
pin swaps | 5 | 3
resized | 18 | 4
hold endpoints to repair | 0 | 0
endpoints found under the setup margin | 3 | 3
## critical path, stage by stage
cell                            delay [ns]
sky130_fd_sc_hd__dlygate4sd2_1        0.23
sky130_fd_sc_hd__fa_2                 0.19
sky130_fd_sc_hd__inv_1                0.05
sky130_fd_sc_hd__fa_2                 0.36
sky130_fd_sc_hd__fa_2                 0.35
sky130_fd_sc_hd__fa_1                 0.47
sky130_fd_sc_hd__a21o_1               0.19
sky130_fd_sc_hd__nand2_2              0.09
sky130_fd_sc_hd__ha_4                 0.13
sky130_fd_sc_hd__inv_1                0.04
sky130_fd_sc_hd__fa_2                 0.50
sky130_fd_sc_hd__inv_1                0.03
sky130_fd_sc_hd__buf_2                0.11
## cell type report
cell class                      instances  area, um^2
Fill cell                             396        2970
Inverter                               10        37.5
Multi-Input combinational cell         10         164
Tap cell                               46        57.6
Timing Repair Buffer                   21         183
## cells in the mapped netlist
master,instances,area share [%]
sky130_fd_sc_hd__a21o_1,1,4.3
sky130_fd_sc_hd__inv_1,10,21
sky130_fd_sc_hd__ha_1,1,7.1
sky130_fd_sc_hd__fa_1,5,57
sky130_fd_sc_hd__and2_1,1,3.5
sky130_fd_sc_hd__nand2_1,1,2.1
sky130_fd_sc_hd__xor2_1,1,5.0
## routing by layer
layer	up-vias	track usage, %	routed length [um]
met2	14	2.81	181
met5	-	0	0
li1	95	-	-
met4	0	0	0
met1	88	3.28	352
met3	0	0.795	110
Power is estimated from default activity; no workload was simulated.
