`flow/design.v`:
```
`timescale 1ns / 1ps
module up_down_counter(up_down,clk,clr,dp,out,seg);
input up_down, clk, clr;
output dp;
output [3:0] out;
output [6:0] seg;
reg [3:0] out;
reg [6:0] seg;
assign dp=1'b1;
initial out=4'b0000;
initial seg=7'b0000000;
always@(posedge clk) begin
    if(clr==1'b1) begin
        out=4'b0000;
        seg=7'b0000000;
    end
    else if(up_down==1'b1) begin
        out=out+1;
        seg=7'b0111110;
    end
    else begin
        out=out-1;
        seg=7'b1011110;
    end
end
endmodule
```
`flow/run.sh`:
```
#!/bin/bash
# OpenROAD 26Q1-2900-gdf79404cd8, Yosys 0.63+post, stock flow scripts
make -C /OpenROAD-flow-scripts/flow DESIGN_CONFIG=/design/flow/config.mk WORK_HOME=/design/flow/orfs finish
```
`flow/config.mk`:
```
export PLATFORM = sky130hd
export DESIGN_NAME = up_down_counter
export DESIGN_NICKNAME = up_down_counter
export VERILOG_FILES = /design/flow/design.v
export SDC_FILE = /design/flow/constraint.sdc
export NUM_CORES = 4
export LEC_CHECK = 1
export CORE_AREA = 10 10 70 70
export DIE_AREA = 0 0 80 80
```
`flow/constraint.sdc`:
```
current_design up_down_counter

set clk_period 1.2
set clk_io_pct 0.2

create_clock -name clk0 -period $clk_period [get_ports {clk}]

set non_clock_inputs [all_inputs -no_clocks]
set_input_delay [expr $clk_period * $clk_io_pct] -clock clk0 $non_clock_inputs
set_output_delay [expr $clk_period * $clk_io_pct] -clock clk0 [all_outputs]
```
==> ci_impl_report.md <==
### Yosys + OpenROAD results

| Metric | Value |
|---|---|
| Status | finished, final reports clean |
| Launch point of the worst reg-to-reg path | out[2] |
| Reg2Reg Depth | 5 |
| Pleak | 0.0002332 uW |
| Worst Slack Setup Final | 0.05238 ns |
| Post-synth regs | 7 |
| Post-synthesis mux area share | 0 |
| Final ANT Viol Nets | 0 |
| Area delta synth->final | 70.73% |
| And+or+nand+nor area frac | 0.1016 |
| RSZ-0062 raised after global routing | no |
| Area of the mapped netlist | 307.8 um2 |
| XOR Share, Synth | 0.05691 |
| Seq/Total Area, Yosys | 0.4553 |
| Routed vias/inst | 2.613 |
| Adder Area Share | 0.1463 |
| Critical path's top delay family | buffers and inverters |
| Remaining global-route overflow | 0 |
| Core Area | 3416 um2 |
| H-tree Lvls | 1 |
| Fp_density | 0.09011 |
| Most used logic cell in the final layout | dlygate4sd2_1 |
| Kind of critical path | reg -> out |
| Hold-fix buffers, CTS | 0 |
| TritonCTS clock tree | done |
| Syn avg cell area | 9.929 um2 |
| Pre-CTS setup slack | -0.4764 ns |
| Hold Crit Depth | 3 |
| Rows | 21 |
| Crit path from | seg[4] |
| Worst-path cell with the longest stage delay | dfxtp_2 |
| Starting DRT DRC Count | 14 |
| Worst min-delay path class | in -> reg |
| Final hold violations | 0 |
| Finished Layout Cells | 93 |
| Layout cell share with drive strength beyond 1 | 0.3830 |
| Synth warn | 1 |
| Worst Hold Launch | up_down |
| # setup viols final | 0 |
| # placed instances | 86 |
| Yosys stat chip area | 307.8 um2 |
| Slowest stage delay, CP | 0.31 ns |
| Fin crit period | 1.148 ns |
| GRT Resource Usage Total | 0.01882 |
| Largest net degree at the start of global routing | 8 |
| DRC | 0 |
| Largest vdd supply drop | 0.2195 mV |
| Initial antenna violation count | 0 |
| Aoi share | 0.06911 |
| Pwr Density | 1340 nW/um2 |
| Clk Latency, worst-skew pair | 0.25 ns |
| Worst-path maximum fanout | 3 |
| Via count | 243 |
| Count of buffer and inverter cells on the critical path | 2 |
| Die area | 6400 um2 |
| Skew final | 0.004458 ns |
| Bufs on Longest Clock Path | 2 |
| Top Layout Cells | 11 x dlygate4sd2_1, 5 x buf_4, 4 x nor2_1, 4 x dfxtp_2, 3 x clkbuf_4 |
| Vias in the first global route | 253 |
| Clock buffer count from CTS | 3 |
| Worst Path Arrival | 0.91 ns |
| First-pass GRT wire length | 1.007 mm |
| Detailed Routing Iterations Pass 1 | 4 |
| WL final | 674 um |
| Tot Pwr | 704.1 uW |
| Slew Viols, Final | 0 |
| # diodes | 0 |
| Worst Path Required | 0.96 ns |
| # Cells Yosys | 31 |
| Fmax | 0.8714 GHz |
| Post-synthesis cell count | 31 |
| Die Wd | 80 um |
| Tool Warnings | 25 |
| Comb area leader | buffers and inverters |
| Setup tns final | 0 ns |
| Top-level I/O count | 15 |
| CP startpoint kind | flip-flop |
| # clock sinks | 7 |
| Root buffer cell | clkbuf_4 |
| Number of stages on the worst setup path | 2 |
| Fill count | 399 |
| Final Cycle Share | 0.9563 |
| Die height | 80 um |
| WHS | 0.4261 ns |
| Comb area | 141.4 um2 |
| Sequential cell area | 148.9 um2 |
| Worst path cell trace | buf_4, dlygate4sd2_1 |
| MaxCap Viol Count | 0 |
| Routed len/inst | 7.247 um |
| Clk slew on worst S/H paths | 0.05 ns |
| Port bufs | 12 |
| Distinct cells, synth | 13 |
| GP Congestion | 0.7025 |
| CP endpoint kind | primary output |
==> layer usage <==
| layer | part of all wire | track usage |
|---|---|---|
| met2 | 0.42 | 0.03130 |
| met3 | 0.17 | 0.01364 |
| met4 | 0 | 0.005282 |
| met5 | 0 | 0 |
| met1 | 0.42 | 0.01811 |
==> cell usage after synthesis <==
cell | instances | share of area
nand3_1 | 2 | 0.033
conb_1 | 2 | 0.024
nor2b_1 | 1 | 0.020
a21oi_1 | 1 | 0.016
nor2_1 | 4 | 0.049
a21o_1 | 1 | 0.024
ha_1 | 2 | 0.081
a21oi_2 | 1 | 0.028
buf_4 | 5 | 0.12
inv_1 | 2 | 0.024
dfxtp_1 | 7 | 0.46
xnor2_1 | 2 | 0.057
fa_1 | 1 | 0.065
==> power breakdown <==
part,leakage (uW),switching (uW),total (uW),internal [uW]
Combinational,0.000158,74.4,207,133
Clock,0.0000150,84.6,211,127
Sequential,0.0000598,17.3,285,268
Total,0.000233,176,704,528
==> metrics by stage <==
stage	area, um2	utilization
after global routing	525.5	0.1538
after floorplan	307.8	-
after CTS	533.0	0.1560
final	525.5	0.1538
after detailed placement	462.9	0.1355
after global placement	462.9	0.1355
==> sequential cells by signal, summed over array words and instances (netlist names) <==
name  count
out       4
seg       3
==> timing repair <==
item / in CTS / in global routing
hold endpoints to repair: 0 / 0
resized: 21 / 0
endpoints found under the setup margin: 13 / 1
pin swaps: 1 / 0
setup buffers: 4 / 0
==> tightest hold or removal path: cells and delay by family <==
kind / cells / cell delay [ns]
buf+inv: 2 / 0.35
simple gates: 1 / 0.04
==> layout make-up <==
class | count | share of cell area
well taps | 46 | 0.1095
clock buffers | 4 | 0.05000
flip-flops and latches | 7 | 0.2833
inverters | 2 | 0.01429
multi-input cells | 17 | 0.2690
repair buffers | 17 | 0.2738
==> kinds of logic after synthesis <==
kind of cell,count (synthesis)
buffers and inverters,7
AND/OR/NAND/NOR,7
flip-flops,7
AND-OR/OR-AND,3
other,2
adder cells (fa/ha/maj),3
XOR/XNOR,2
==> final timing paths <==
check                              end  slack, ns
worst min-delay path            seg[6]       0.43
worst max register to register  out[3]       0.06
worst max-delay path            seg[2]       0.05
worst min register to register  out[0]       0.44
Power figures rest on the tool's default switching activity, not on a simulated workload.
